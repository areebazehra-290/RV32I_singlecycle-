[./run.sh]
#!/bin/bash
# OpenROAD 26Q1-2900-gdf79404cd8, Yosys 0.63+post, stock flow scripts
make -C /OpenROAD-flow-scripts/flow DESIGN_CONFIG=/design/flow/config.mk WORK_HOME=/design/flow/orfs finish
[./config.mk]
export PLATFORM = sky130hd
export DESIGN_NAME = reg_file
export DESIGN_NICKNAME = reg_file
export VERILOG_FILES = /design/flow/design.v
export SDC_FILE = /design/flow/constraint.sdc
export NUM_CORES = 4
export LEC_CHECK = 1
export CORE_UTILIZATION = 40
[./constraint.sdc]
current_design reg_file

set clk_period 10.1
set clk_io_pct 0.2

create_clock -name clk0 -period $clk_period [get_ports {clk}]

set non_clock_inputs [all_inputs -no_clocks]
set_input_delay [expr $clk_period * $clk_io_pct] -clock clk0 $non_clock_inputs
set_output_delay [expr $clk_period * $clk_io_pct] -clock clk0 [all_outputs]
[./design.v]
 module reg_file(clk, reset, RegWrite, Rs1, Rs2, Rd, Write_data, read_data1, read_data2);
 input clk, reset, RegWrite;
 input [4:0] Rs1, Rs2, Rd;
 input [31:0] Write_data;
 output [31:0] read_data1, read_data2;
 integer k;
 reg [31:0] Registers[31:0];  
 initial begin
 Registers[0] = 0;
 Registers[1] = 4;
 Registers[2] = 2;
 Registers[3] = 24;
 Registers[4] = 4;
 Registers[5] = 1;
 Registers[6] = 44;
 Registers[7] = 4;
 Registers[8] = 2;
 Registers[9] = 1;
 Registers[10] = 23;
 Registers[11] = 4;
 Registers[12] = 90;
 Registers[13] = 10;
 Registers[14] = 20;
 Registers[15] = 30;
 Registers[16] = 40;
 Registers[17] = 50;
 Registers[18] = 60;
 Registers[19] = 70;
 Registers[20] = 80;
 Registers[21] = 80;
 Registers[22] = 90;
 Registers[23] = 70;
 Registers[24] = 60;
 Registers[25] = 65;
 Registers[26] = 4;
 Registers[27] = 32;
 Registers[28] = 12;
 Registers[29] = 34;
 Registers[30] = 5;
 Registers[31] = 10;
 end
 always @(posedge clk or posedge reset)
 begin
 if (reset)
 begin
      for(k=0; k<32; k=k+1) 
		begin
          Registers[k] <= 32'b00;  
      end
 end
 else if (RegWrite) 
 begin
      Registers[Rd] <= Write_data;
 end
 end
 assign read_data1 = Registers[Rs1];
 assign read_data2 = Registers[Rs2];
 endmodule
==> flow.log <==
[flow] final metrics
INFO  metric top_register = Registers
INFO  metric power_total = approximately 12 mW
INFO  metric post-cts-setup-buffer-count = 0
INFO  metric setup.worst_path.start_class = input pin
INFO  metric drv.max_cap_violation_count = 1
INFO  metric gr-usage-met3 = ~29%
INFO  metric ys_seq_elements = 1024
INFO  metric timing.hold.worst_path_depth = 1
INFO  metric cts.clk_slew.worst_paths = approximately 0.060 ns
INFO  metric setup_tns = 0 ns
INFO  metric firstDrtPassIters = 8
INFO  metric grt_start_max_net_pins = 127
INFO  metric ioPinCount = 114
INFO  metric maxSlewHeadroom = -7.10%
INFO  metric p_seq_share = about half
INFO  metric final.min_clock_period = 8.43 ns
INFO  metric clock.latency.late_pin = 0.76 ns
INFO  metric cts_inserted_buffers = 111
INFO  metric ys_async_sr_fraction = roughly 100%
INFO  metric worstPathRequired = slightly above 8 ns
INFO  metric finalInstanceArea = 0.0594 mm^2
INFO  metric global_route.usage.total = 44.0%
INFO  metric rsz0062_at_grt = no
INFO  metric floorplan.core_util = about two fifths
INFO  metric clk_root_buffer_cell = clkbuf_16
INFO  metric largest_reg_flops = between 1000 and 1500
INFO  metric chip_area = 0.130 mm^2
INFO  metric routabilityCongestion = 1.08
INFO  metric endpoint_kind = output port
INFO  metric transition_time_of_the_tightest_slew_check_pin = 1.59 ns
INFO  metric clock_sink_count = 1024
INFO  metric fillCellCount = 11400
INFO  metric top_logic_kind = multiplexers
INFO  metric top_flip_flop_cell_by_instance_count_after_synthesis = dfrtp_1
INFO  metric stage_log_warnings = 51
INFO  metric route.vias.total = 45100
INFO  metric post_synth_fa_ha_maj_area_fraction = 0%
INFO  metric die_width = 360 um
INFO  metric m2_gr_usage = 56.9%
INFO  metric final.period_utilization = 83.5%
INFO  metric antenna_found_initial = 18
INFO  metric critical-path-slowest-cell = nor2_4
INFO  metric logic_area = around 0.025 mm^2
INFO  metric synth.mux.area_fraction = 23.7%
INFO  metric critPathKind = in2out
INFO  metric internal-power = 8.32 mW
INFO  metric ys_sh_xor = 0%
INFO  metric flow.area_growth_from_synthesis = 15.7%
INFO  metric dp_hpwl = 172000 um
INFO  metric cts_tree = built
INFO  metric pwr-share-comb = 14.5%
INFO  metric yosys_cells = 4395
INFO  metric setup_viol_count_final = 0
INFO  metric grtUsageMet1 = 55.3%
INFO  metric regArea = ~0.026 mm^2
INFO  metric worstPathArrival = 6.41 ns
INFO  metric power.switching_fraction = between 20% and 30%
INFO  metric reg2reg_depth = 1
INFO  metric post_cts_resized = 0
INFO  metric layout-drive-gt1-share = 35.1%
INFO  metric synth.avg_cell_area = around 12 um^2
INFO  metric reg_top3 = Registers: 1024 flops
INFO  metric synthCells = 4395
INFO  metric violations_in_the_final_reports = max-capacitance violations, max-slew violations
INFO  metric post_drt_via_cell_ratio = 7.25
INFO  metric peakVddDrop = 0.146 mV
INFO  metric grt-ovfl-total = 0
INFO  metric synth-edff-count = 0
INFO  metric worst_hold_slack = 0.524 ns
INFO  metric p_clk_share = 36.9%
INFO  metric cts-hold-fix-buffers = 0
INFO  metric critical_path.cell_chain = clkdlybuf4s50_1 > buf_4 > nand3b_1 > nor2_4 > buf_4 > a22oi_1 > nand4_1 > nor2_1 > a21oi_1 > clkdlybuf4s50_1
INFO  metric layout.core_utilization = 46.6%
INFO  metric cp_max_fo = 27
INFO  metric final.setup_skew = 0 ns
INFO  metric synth-simple-area-share = 7.31%
INFO  metric drt_wl_total = between 200000 and 300000 um
INFO  metric p_per_cell_area = 199 mW/mm^2
INFO  metric core = approximately 0.13 mm^2
INFO  metric fp-row-count = 131
INFO  metric final-hold-violation-count = 0
INFO  metric grt_pass1_wl = 376000 um
INFO  metric switching_power = 3.50 mW
INFO  metric grt_pass1_vias = around 44000
INFO  metric drt-initial-drc-count = approximately 6200
INFO  metric fraction_of_the_yosys_area_taken_by_sequential_cells = 49.9%
INFO  metric die_height = between 300 and 400 um
INFO  metric drtAntennaViolNets = 0
INFO  metric clockBufferDepth = 3
INFO  metric placed_cell_area = 0.0555 mm^2
INFO  metric syn_area = 0.0514 mm^2
INFO  metric run_status = finished with violations
INFO  metric ys_chip_area = 0.0514 mm^2
INFO  metric maxClockFrequency = 0.119 GHz
INFO  metric clock_tree.htree_level_count = 3
INFO  metric detail_route.drc_violations = 0
INFO  metric routed_wire_length_per_instance = 44.4 um
INFO  metric port-buffer-count = 113
INFO  metric gr-max-usage-layer = met2
INFO  metric ys_warn_count = 2
INFO  metric post_synthesis_share_of_cell_area_spent_on_and_or_and_or_and_gates = 15.6%
INFO  metric leakagePower = 25.7 nW
INFO  metric slowest_delay = 0.74 ns
INFO  metric hold_class = reg2reg
INFO  metric finalMaxSlewViolations = 4
INFO  metric post_synth_num_cell_types = 63
## per-layer routing
layer	vias up	wire length (um)
met3	1397	48900
met4	38	22400
li1	17000	-
met5	-	575
met2	4155	108000
met1	22600	97000
## layout by cell type, fill, tap and decap left out, drive strengths merged, types with 26 or more instances in the layout
master and instances:
clkinv 26, nand2 240, buf 271, nand3 54, nor2 177, nor3 73
mux2i 47, clkbuf 158, dfrtp 1024, a22oi 756, nor4 36, a22o 43
nand4 90, a21oi 84, a221oi 30, clkdlybuf4s50 107, mux2 1036
## synthesized netlist by cell type, drive strengths merged (25+ instances only)
library cell,n,area (um^2)
buf,168,783
nor4,36,225
nand2,240,901
nand4,90,563
a221oi,30,263
dfrtp,1024,25600
mux2,1036,11700
nor3,73,365
a22o,43,377
clkbuf,262,983
o21ai,25,125
nand3,54,270
a21oi,84,420
a22oi,756,5680
mux2i,47,470
nor2,177,682
## area by class of cell
class | instances | area share, %
diodes | 9 | 0.0379
clock buffers | 158 | 5.48
clock inverters | 50 | 1.04
inverters | 7 | 0.0505
multi-input cells | 2934 | 41.3
flip-flops and latches | 1024 | 43.1
well taps | 1662 | 3.50
repair buffers | 378 | 5.46
## cells by family (layout without fill, tap and decap cells)
group	after synthesis	count (layout)
flip-flops	1024	1024
buffers and inverters	437	593
AND/OR/NAND/NOR	776	776
AND-OR/OR-AND	1074	1074
multiplexers	1084	1084
other	0	9
## path summary, 6_finish.rpt
path	startpoint	endpoint	slack [ns]
hold / removal	Registers[4][24]	Registers[4][24]	0.52
setup reg to reg	Registers[24][10]	Registers[24][10]	9.17
min in group asynchronous	reset	Registers[0][0]	1.71
hold reg to reg	Registers[4][24]	Registers[4][24]	0.52
max in group asynchronous	reset	Registers[9][15]	5.88
setup / recovery	Rs1[2]	read_data1[21]	1.67
## critical path, delay by kind of cell
family | cells | cell delay (ns)
buffers and inverters | 4 | 2.41
and+or+nand+nor | 4 | 1.35
AOI/OAI and AO/OA | 2 | 0.58
## stage by stage
step / setup slack, ns / std cells
floorplan: -6.03 / 4395
global placement: 1.96 / 6005
detailed placement: 1.95 / 6005
CTS: 1.93 / 6213
global route: 1.80 / 6213
finish: 1.67 / 6222
## power groups by stage
stage	clock [mW]	combinational [mW]	sequential, mW
4_1_cts	4.40	1.68	5.69
5_1_grt	4.54	1.82	5.80
6_report	4.36	1.72	5.74
Power figures rest on the tool's default switching activity, not on a simulated workload.
