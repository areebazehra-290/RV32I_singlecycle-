<file path="/design/flow/config.mk">
export PLATFORM = sky130hd
export DESIGN_NAME = instruct_mem
export DESIGN_NICKNAME = instruct_mem
export VERILOG_FILES = /design/flow/design.v
export SDC_FILE = /design/flow/constraint.sdc
export NUM_CORES = 4
export LEC_CHECK = 1
export CORE_AREA = 10 10 71 71
export DIE_AREA = 0 0 81 81
</file>
<file path="/design/flow/design.v">
module instruct_mem(clk, reset, read_address, instruction_out);
    input clk, reset;
    input  [31:0] read_address;
    output reg [31:0] instruction_out;
    reg [31:0] IMemory [0:63];
    initial begin
        IMemory[0] = 32'h00500113;   
        IMemory[1] = 32'h00A00193;   
        IMemory[2] = 32'h00310233;   
        IMemory[3] = 32'h00412023;   
        IMemory[4] = 32'h00012303;   
        IMemory[5] = 32'h0061A463;   
        IMemory[6] = 32'h00120213;   
        IMemory[7] = 32'hFE0006E3;   
        IMemory[8] = 32'h00000013;   
        IMemory[9] = 32'h00000013;   
    end
    always @(posedge clk or posedge reset) begin
        if (reset)
            instruction_out <= 32'b0;
        else
            instruction_out <= IMemory[read_address >> 2];
    end
endmodule
</file>
<file path="/design/flow/constraint.sdc">
current_design instruct_mem

set clk_period 1.0
set clk_io_pct 0.2

create_clock -name clk0 -period $clk_period [get_ports {clk}]

set non_clock_inputs [all_inputs -no_clocks]
set_input_delay [expr $clk_period * $clk_io_pct] -clock clk0 $non_clock_inputs
set_output_delay [expr $clk_period * $clk_io_pct] -clock clk0 [all_outputs]
</file>
<file path="/design/flow/run.sh">
#!/bin/bash
# OpenROAD 26Q1-2900-gdf79404cd8, Yosys 0.63+post, stock flow scripts
make -C /OpenROAD-flow-scripts/flow DESIGN_CONFIG=/design/flow/config.mk WORK_HOME=/design/flow/orfs finish
</file>
==> impl_metrics.py <==
# Flow results
metrics = {
    "logic_synthesis": {
        "yosys_warnings": 1,
        "numSynthFlops": 16,
        "ys_cells": 75,
        "ys_sh_mux_pct": 0,
        "synth-compound-area-share_pct": 6.667,
        "adder_share_pct": 9.302,
        "yosysSeqAreaShare_pct": 49.61,
        "synthTopLogicFamily": "buffers and inverters",
        "xor_share_pct": 0,
        "yosys_area_um2": 807.0,
        "synth_area_um2": 807.0,
        "netlist_instances": 75,
        "simple_gate_area_share_pct": 15.19,
        "ys_types": 19,
        "syn_area_per_cell_um2": 10.76,
    },
    "routing": {
        "wirelength_um": 1674,
        "viasPerCell": 3.592,
        "diodes": 0,
        "vias": 564,
        "route.detailed.drc": 0,
        "routedWlPerCell_um": 10.66,
        "drt-pass1-iter-count": 2,
        "drtAntennaViolNets": 0,
        "drt_iter0_drc": 30,
    },
    "cts": {
        "clk_pin_slew_worst_paths_ns": 0.06,
        "cts.path.max_buffers": 2,
        "h-tree-depth": 1,
        "ctsHoldBuffers": 0,
        "numCtsBuffers": 3,
        "root_buffer": "clkbuf_8",
        "clock_sinks": 16,
        "cts_tree": "done",
    },
    "final_timing": {
        "timing.fmax_ghz": 0.9154,
        "hold_viol_final": 0,
        "period_minus_slack_ns": 1.092,
        "finalClockPeriodUsage_pct": 109.2,
        "drv_slew": 0,
        "setup_viol": 4,
        "rsz0062_at_grt": "true",
        "setup_ws_ns": -0.09241,
    },
    "global_route": {
        "antenna_found_initial": 0,
        "overflow": 0,
        "grt_pass1_vias": 583,
        "grt_pass1_wl_um": 2753,
        "globalRouteTotalUtil_pct": 5.146,
        "grt_max_degree": 17,
    },
    "power": {
        "p_total_mw": 1.425,
        "power.density_nw_per_um2": 1281,
        "power.leakage_nw": 0.5990,
        "vdd_ir_drop_max_mv": 0.4294,
    },
    "placed_design": {
        "gp_congestion": 0.7226,
        "hpwl_um": 1370,
        "port-buffer-count": 29,
    },
    "layout": {
        "fillers": 392,
        "largest_reg_flops": 16,
        "seq_area_um2": 400.4,
        "layout.area.comb_um2": 285.3,
        "largest_register": "instruction_out",
        "drive_gt1_share_pct": 37.61,
        "reg_top3": "instruction_out x16",
        "utilization_pct": 30.61,
        "syn2layout_area_growth_pct": 37.83,
    },
    "outcome": {
        "status": "finished with violations",
        "violations": "setup timing",
    },
    "worst_setup_path": {
        "cp_cell_sequence": "buf_6 -> buf_2",
        "critPathMaxStageDelay_ns": 0.42,
        "worstSetupPathType": "reg2out",
        "path_delay_family": "flip-flops",
        "end_kind": "output pin",
        "startpoint_type": "flop",
        "crit_fanout": 5,
        "worstPathArrival_ns": 0.89,
        "slowest_stage": "dfrtp_1",
        "worstPathRequired_ns": 0.80,
        "path_buffers": 2,
    },
    "floorplanning": {
        "coreArea_um2": 3633,
        "fp.dieH_um": 81,
        "floorplan.rows": 22,
        "die_width_um": 81,
        "io_pins": 66,
        "dieArea_um2": 6561,
        "initial_core_util_pct": 22.21,
    },
    "job": {
        "max_cap_violations": 0,
        "warnings": 60,
    },
    "hold_path": {
        "min_path_type": "in2async",
    },
}
## where the power goes
part / switching, mW / internal [mW]
Sequential: 0.00975 / 0.680
Combinational: 0.0854 / 0.113
Clock: 0.189 / 0.348
Total: 0.284 / 1.14
## stage by stage
| step | area (um2) | setup WS (ns) | setup TNS (ns) | hold WS (ns) | instances |
|---|---|---|---|---|---|
| after floorplan | 833.3 | 0.04030 | 0 | 0.1137 | 82 |
| after global placement | 1127 | -0.4562 | -5.327 | 0.5287 | 150 |
| after detailed placement | 1127 | -0.4645 | -5.597 | 0.5177 | 150 |
| after CTS | 1181 | -0.1103 | -0.4633 | 0.2684 | 157 |
| after global routing | 1112 | -0.1421 | -0.6776 | 0.3322 | 157 |
| final | 1112 | -0.09241 | -0.3610 | 0.2855 | 157 |
## worst max-delay path by stage
| stage | startpoint | to | slack (ns) | cells after the start |
|---|---|---|---|---|
| CTS | instruction_out[30]$_DFF_PP0_ | instruction_out[28] | -0.11 | 2 |
| global route | instruction_out[30]$_DFF_PP0_ | instruction_out[28] | -0.14 | 2 |
| finish | instruction_out[30]$_DFF_PP0_ | instruction_out[31] | -0.09 | 2 |
## final cells by class
cell class,instances,area share [%]
well taps,48,5.399
repair buffers,41,27.00
clock buffers,4,4.949
flip-flops and latches,16,36.00
multi-input cells,45,25.65
inverters,3,1.012
## cell usage after synthesis, drive strengths merged
master  count  area [um2]
nor2b       2       12.51
nand2b      6       37.54
nand2       4       15.01
nor3        2       10.01
buf        18       136.4
and2        4       25.02
ha          6       75.07
a21oi       6       33.78
and3b       1       8.760
dfrtp      16       400.4
conb        2       7.510
or2         1       6.260
nor2        2       7.510
a21o        1       7.510
inv         3       11.26
a211oi      1       12.51
## kinds of logic (layout without fill, tap and decap cells)
group / count (synthesis) / count (layout)
adders and majority gates: 6 / 6
buffers and inverters: 21 / 48
AOI/OAI and AO/OA: 8 / 8
other: 2 / 9
DFF: 16 / 16
and+or+nand+nor: 22 / 22
## layer usage
layer	global-route usage (%)	wire length (um)	vias to the layer above	share of wire [%]
li1	-	-	277	-
met5	0	0	-	0
met1	6.612	755	259	45
met3	2.561	209	2	12
met2	7.803	695	26	42
met4	0.8651	12	0	0.72
## cells in the final DEF, fill, tap and decap left out, drive strengths merged
| cell type | n |
|---|---|
| nor2 | 2 |
| nor2b | 2 |
| nand2 | 4 |
| buf | 20 |
| a211oi | 1 |
| nor3 | 2 |
| a21o | 1 |
| dfrtp | 16 |
| clkdlybuf4s50 | 2 |
| ha | 6 |
| dlygate4sd2 | 3 |
| conb | 9 |
| nand2b | 6 |
| or2 | 1 |
| and3b | 1 |
| and2 | 4 |
| clkdlybuf4s15 | 1 |
| a21oi | 6 |
| clkbuf | 19 |
| inv | 3 |
## repair_timing
action | in CTS | in global routing
resized | 63 | 16
pin swaps | 2 | 0
buffers inserted | 3 | 0
endpoints found under the setup margin | 35 | 22
Power figures rest on the tool's default switching activity, not on a simulated workload.
