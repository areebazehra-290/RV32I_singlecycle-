## flow/run.sh

```bash
#!/bin/bash
# OpenROAD 26Q1-2900-gdf79404cd8, Yosys 0.63+post, stock flow scripts
make -C /OpenROAD-flow-scripts/flow DESIGN_CONFIG=/design/flow/config.mk WORK_HOME=/design/flow/orfs finish
```

## flow/config.mk

```make
export PLATFORM = sky130hd
export DESIGN_NAME = data_memory
export DESIGN_NICKNAME = data_memory
export VERILOG_FILES = /design/flow/design.v
export SDC_FILE = /design/flow/constraint.sdc
export NUM_CORES = 4
export LEC_CHECK = 1
export CORE_UTILIZATION = 40
```

## flow/design.v

```verilog
module data_memory (
    input        clk,
    input        reset,
    input        MemWrite,
    input        MemRead,
    input  [31:0] read_address,
    input  [31:0] Write_data,
    output [31:0] MemData_out
);
    integer k;
    reg [31:0] d_Memory [63:0];
    always @(posedge clk or posedge reset) begin
        if (reset) begin
            for (k = 0; k < 64; k = k + 1) begin
                d_Memory[k] <= 32'b0;
            end
        end else if (MemWrite) begin
            d_Memory[read_address] <= Write_data;
        end
    end
    assign MemData_out = (MemRead) ? d_Memory[read_address] : 32'b0;
endmodule
```

## flow/constraint.sdc

```tcl
current_design data_memory

set clk_period 4.7
set clk_io_pct 0.2

create_clock -name clk0 -period $clk_period [get_ports {clk}]

set non_clock_inputs [all_inputs -no_clocks]
set_input_delay [expr $clk_period * $clk_io_pct] -clock clk0 $non_clock_inputs
set_output_delay [expr $clk_period * $clk_io_pct] -clock clk0 [all_outputs]
```

==> flow_summary.ini <==
; synthesis and place-and-route metrics
[power_and_ir_drop]
leakagePower_nw = 53.3
p_per_area_mw_per_mm2 = 382
ir_worst_vdd_mv = 0.415
p_sw_frac = 0.243
p_clk_frac = 0.408
power_w = 0.0426
seqPwrFrac = 0.495
pwr-share-comb = 0.097
intPower_w = 0.0323
switchingPower_w = 0.0103

[final_layout]
fin_area_sq_mm = 0.112
top_regs = d_Memory x2048
regMostFlops = d_Memory
largest_reg_flops = 2048
fillers = 18114
drive_above_1_share = 0.507
synthToLayoutAreaGrowth_pct = 25.4

[synth]
avgSynthCellArea_sq_um = 13.6
synth_warnings = 2
flop_cell = dfrtp_1
synth-compound-area-share = 0.0880
top_cell = dfrtp_1
yosys_cells = 6531
ys_chip_area_sq_mm = 0.0890
synth_cells = 6531
ys_async_sr_fraction = 1.00
ys.flops = 2048
ys_seq_share = 0.576
edf_count = 0
ys_types = 50
largest_area_cell = dfrtp_1
area_leaders = dfrtp_1 58%, mux2_2 26%, a22oi_1 7.3%
synthTopLogicFamily = multiplexers
synthesis.area_sq_mm = 0.0890
fa_ha_area_frac = 0
synth.area.mux_share = 0.259
synth_top_area_share = 0.576
top_cells_by_count = 2048 x dfrtp_1, 2029 x mux2_2, 871 x a22oi_1
simple_gate_area_frac = 0.0442
xor_share = 0

[cts]
cts.sinks = 2048
h-tree-depth = 4
cts_buffers = 213
cts_tree = built
cts_root_buf = clkbuf_16
cts_buffer_depth = 3
clkSlewWorstSetupHoldPaths_ns = 0.06
clk_latency_ns = 0.88

[final_timing]
period_used_share = 1.02
finalMaxSlewViolations = 0
fin_ws_ns = -0.0711
worst_clock_skew_ns = 0
hold_slack_ns = 0.472
worstMarginPinSlew_ns = 0.920
rsz0062_at_grt = yes
hold_violations = 0
setup_viol = 5
max_freq_mhz = 210
period_needed_ns = 4.77
relSlewSlack = 0.387

[floorplan]
die_h_microns = 474
rows = 172
die_area_sq_mm = 0.224
initial_utilization = 0.404
core_area_sq_mm = 0.220
die_w_microns = 474
io_pins = 100

[drt]
routed_wl_mm = 392
routedWlPerCell_microns = 38.1
vias_per_cell = 6.29
ant_nets = 0
vias = 64669
drt-pass1-iter-count = 7
drc = 0
drt_iter0_drc = 5481

[run]
warnings = 79
cap_violations = 0

[worst_hold_path]
hold_path_class = in -> reg
worstHoldPathCells = 2
min_from = Write_data[26]
whs_endpoint = d_Memory[2][26]$_DFFE_PP0P_

[run_status]
violations = negative setup slack
status = complete, but fails checks

[global_routing]
grt_max_degree = 123
grt_usage = 0.370
grt_pass1_wl_mm = 539
overflow = 0
antenna_found_initial = 11
grt_pass1_vias = 65223

[setup_path]
reg2reg_slack_ns = 3.89
arrival_ns = 3.83
reg2reg_to = d_Memory[40][3]$_DFFE_PP0P_
critical_path_class = in -> out
end_kind = output port
crit_path_max_fanout = 8
required_ns = 3.76
start_kind = input port
reg2reg_from = d_Memory[40][3]$_DFFE_PP0P_
rr_worst_depth = 1

[place]
placed_area_sq_mm = 0.101
gp_congestion = 0.990
hpwl_mm = 248
io_buffers = 73
worst max path at each step:
stage                from              end  depth (start not counted)
6_report  read_address[3]  MemData_out[15]                         12
5_1_grt   read_address[4]  MemData_out[30]                         14
4_1_cts   read_address[5]  MemData_out[26]                         15
layout make-up:
class,count,area [sq um],area share
timing repair buffer,1062,12200,0.110
clock inverter,50,748,0.00670
multi-input combinational,3815,37100,0.333
antenna,11,27.5,0.000247
clock buffer,337,6480,0.0581
tap,2958,3700,0.0332
sequential,2048,51200,0.459
inverter,3,15.0,0.000135
power groups by stage:
stage	combinational (W)	sequential [W]	clock, W
5_1_grt	0.00443	0.0214	0.0182
6_report	0.00413	0.0211	0.0174
4_1_cts	0.00409	0.0210	0.0175
cells by family after synthesis:
logic type | count (synthesis)
AND-OR/OR-AND | 1045
buffers and inverters | 668
flip-flops | 2048
multiplexers | 2049
AND/OR/NAND/NOR | 721
placed cells by master (no fill, tap or decap), drive strengths merged, types with 4 or more instances in the layout:
master         Yosys  routed
a2111oi           45      45
a21oi             23      23
a221oi             5       5
a222oi            12      12
a22o              21      21
a22oi            871     871
a31oi             28      28
a32o               4       4
and2              32      32
and3             126     126
buf              332    1020
bufbuf             0       7
bufinv             0      12
clkbuf           333     338
clkdlybuf4s50      0      17
clkinv             0      34
dfrtp           2048    2048
diode              0      11
dlygate4sd2        0       9
dlymetal6s2s       0       7
inv                3       5
mux2            2047    2047
nand2            192     192
nand3             62      62
nand4            126     126
nand4b             4       4
nor2              69      69
nor2b              4       4
nor3              26      26
nor4              60      60
nor4b              4       4
o21ai             33      33
critical path: stages:
cell and delay, ns:
buf_4 0.14, buf_12 0.15, nor4bb_4 0.72, and2_4 0.28, buf_6 0.15, bufbuf_16 0.30, a22oi_1 0.09, nand4_1 0.15
nor4_2 0.07, buf_4 0.16, a31oi_4 0.18, clkdlybuf4s50_1 0.48
metal layers:
metal | vias up | track usage | wire length, microns
li1 | 25713 | - | -
met1 | 33938 | 0.465 | 139000
met2 | 3834 | 0.505 | 166000
met3 | 1156 | 0.220 | 60400
met4 | 28 | 0.199 | 27000
met5 | - | 0.00757 | 471
through the flow:
step                      TNS (ns)  utilization  cells  setup WS, ns
final                       -0.187        0.506  10284       -0.0711
after global routing        -0.234        0.506  10273       -0.0674
after CTS                   -0.351        0.503  10237       -0.0778
after detailed placement    -21.85        0.458   9749         -1.14
after global placement      -22.52        0.458   9749         -1.13
after floorplan                  -            -   6531        -24.68
repair_timing:
action                     CTS  global route
pin swaps                  119            55
resized                    331            86
setup endpoints to repair   32            24
setup buffers              102            43
gates cloned                 9             0
hold buffers                 0             0
Power is estimated from default activity; no workload was simulated.
